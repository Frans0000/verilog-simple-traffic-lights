[./run.sh]
#!/bin/bash
# OpenROAD 26Q1-2900-gdf79404cd8, Yosys 0.63+post, stock flow scripts
make -C /OpenROAD-flow-scripts/flow DESIGN_CONFIG=/design/flow/config.mk WORK_HOME=/design/flow/orfs finish
[./config.mk]
export PLATFORM = sky130hd
export DESIGN_NAME = top
export DESIGN_NICKNAME = top
export VERILOG_FILES = /design/flow/design.v
export SDC_FILE = /design/flow/constraint.sdc
export NUM_CORES = 4
export LEC_CHECK = 1
export CORE_UTILIZATION = 30
[./constraint.sdc]
current_design top

set clk_period 6.2
set clk_io_pct 0.2

create_clock -name clk0 -period $clk_period [get_ports {CLK_PCB}]

set non_clock_inputs [all_inputs -no_clocks]
set_input_delay [expr $clk_period * $clk_io_pct] -clock clk0 $non_clock_inputs
set_output_delay [expr $clk_period * $clk_io_pct] -clock clk0 [all_outputs]
[./design.v]
module top
(  
  input  wire       CLK_PCB,
  input  wire       nRST_PCB, 
  input  wire       ROAD_DET,
  output wire       ROAD_RED,
  output wire       ROAD_YELLOW,
  output wire       ROAD_GREEN,
  input  wire       PED_BUTT,
  output wire       PED_RED,
  output wire       PED_GREEN,
  output wire [3:0] LED
);    
  parameter SIM = "FALSE";
  wire CLK = CLK_PCB;
  wire RST_PCB = ~nRST_PCB;
  wire RST_async, RST_sync, RST;         
  assign RST_async = RST_PCB ;
  assign RST_sync = RST_async;
  assign RST = RST_sync;
  traffic_light traffic_lights(
    .clk(CLK),
    .rst(RST),
    .button(PED_BUTT),
    .car_green(ROAD_GREEN),
    .car_yellow(ROAD_YELLOW),
    .car_red(ROAD_RED),
    .ped_green(PED_GREEN),
    .ped_red(PED_RED)
  );
endmodule
module traffic_light(
	input wire clk,
	input wire rst,
	input wire button,
	output reg car_green,
	output reg car_yellow,
	output reg car_red,
	output reg ped_green,
	output reg ped_red
);
reg [31:0] counter;
reg [2:0] current_state;
reg	[2:0] next_state;
reg [19:0] debounce_counter;
reg button_stable;
reg blink_clk;
reg [31:0] blink_counter;
parameter CARS_GREEN 		= 3'b000;	 	
parameter CARS_GREEN_CHANGE = 3'b001;
parameter CARS_YELLOW 		= 3'b010;	
parameter ALL_RED_BE		= 3'b011;	
parameter PED_GREEN			= 3'b100;	
parameter PED_BLINK			= 3'b101;
parameter ALL_RED_AF		= 3'b110;
parameter CARS_RED_YELLOW 	= 3'b111;	
parameter clock_time_1s 	= 50_000_000; 
parameter debounce_time     = 20'd1000000;  
parameter blink_time        = 32'd25_000_000;
parameter green_time_cars		= clock_time_1s * 15; 
parameter green_time_change 	= clock_time_1s * 5;
parameter yellow_time_cars		= clock_time_1s * 3;
parameter all_red_time			= clock_time_1s * 3;
parameter green_time_ped		= clock_time_1s * 5;
parameter green_time_blink		= clock_time_1s * 3;
parameter red_yellow_time_cars 	= clock_time_1s * 2;
always @(posedge clk or posedge rst) begin
  if (rst) begin
    counter <= 32'd0;
  end else begin
    if (current_state != next_state) begin
      counter <= 32'd0;
    end else begin
      counter <= counter + 1;
    end
  end
end
always @(posedge clk or posedge rst) begin
  if (rst) begin
    blink_counter <= 32'd0;
    blink_clk <= 1'b0;
  end else if (current_state == PED_BLINK) begin
    if (blink_counter >= blink_time) begin 
      blink_clk <= ~blink_clk;
      blink_counter <= 32'd0;
    end else begin
      blink_counter <= blink_counter + 1;
    end
  end else begin
    blink_counter <= 32'd0;
    blink_clk <= 1'b0;
  end
end
always @(posedge clk or posedge rst) begin
	if(rst) begin
		debounce_counter <= 0;
		button_stable <= 0;
	end
    else if (button != button_stable) begin
        debounce_counter <= debounce_counter + 1;
        if (debounce_counter >= debounce_time)
            button_stable <= button;
    end else
        debounce_counter <= 0;
end
always @(posedge clk or posedge rst) begin
	if(rst) begin
		current_state <= CARS_GREEN;
	end else begin
        current_state <= next_state;
    end
end
always @(*) begin
	case (current_state)
		CARS_GREEN: begin
			if(counter >= green_time_cars || button_stable) begin
				next_state = CARS_GREEN_CHANGE;
			end else begin
				next_state = CARS_GREEN;
			end
		end
		CARS_GREEN_CHANGE: begin
			if(counter >= green_time_change) begin
				next_state = CARS_YELLOW;
			end else begin
			   next_state = CARS_GREEN_CHANGE;
			end
		end
		CARS_YELLOW: begin
			if(counter >= yellow_time_cars) begin
				next_state = ALL_RED_BE;
			end else begin
			   next_state = CARS_YELLOW;
			end
		end
		ALL_RED_BE: begin
			if(counter >= all_red_time) begin
				next_state = PED_GREEN;
			end else begin
			   next_state = ALL_RED_BE;
			end
		end
		PED_GREEN: begin
			if(counter >= green_time_ped) begin
				next_state = PED_BLINK;
			end else begin
			   next_state = PED_GREEN;
			end
		end
		PED_BLINK: begin
			if(counter >= green_time_blink) begin
				next_state = ALL_RED_AF;
			end else begin
			   next_state = PED_BLINK;
			end
		end
		ALL_RED_AF: begin
			if(counter >= all_red_time) begin
				next_state = CARS_RED_YELLOW;
			end else begin
			   next_state = ALL_RED_AF;
			end
		end
		CARS_RED_YELLOW: begin
			if(counter >= red_yellow_time_cars) begin
				next_state = CARS_GREEN;
			end else begin
			   next_state = CARS_RED_YELLOW;
			end
		end
		default: begin
			next_state = CARS_GREEN;
		end
	endcase
end
always @(*) begin
	case (current_state)
		CARS_GREEN: begin
			car_green = 1'b1;
			car_yellow = 1'b0;
			car_red = 1'b0;
			ped_green = 1'b0;
			ped_red = 1'b1;
		end
		CARS_GREEN_CHANGE: begin
			car_green = 1'b1;
			car_yellow = 1'b0;
			car_red = 1'b0;
			ped_green = 1'b0;
			ped_red = 1'b1;
		end
		CARS_YELLOW: begin
			car_green = 1'b0;
			car_yellow = 1'b1;
			car_red = 1'b0;
			ped_green = 1'b0;
			ped_red = 1'b1;
		end
		ALL_RED_BE: begin
			car_green = 1'b0;
			car_yellow = 1'b0;
			car_red = 1'b1;
			ped_green = 1'b0;
			ped_red = 1'b1;
		end
		PED_GREEN: begin
			car_green = 1'b0;
			car_yellow = 1'b0;
			car_red = 1'b1;
			ped_green = 1'b1;
			ped_red = 1'b0;
		end
		PED_BLINK: begin
			car_green = 1'b0;
			car_yellow = 1'b0;
			car_red = 1'b1;
			ped_green = blink_clk;
			ped_red = ~blink_clk; 
		end
		ALL_RED_AF: begin
			car_green = 1'b0;
			car_yellow = 1'b0;
			car_red = 1'b1;
			ped_green = 1'b0;
			ped_red = 1'b1;
		end
		CARS_RED_YELLOW: begin
			car_green = 1'b0;
			car_yellow = 1'b1;
			car_red = 1'b1;
			ped_green = 1'b0;
			ped_red = 1'b1;
		end
		default: begin
			car_green = 1'b0;
			car_yellow = 1'b1;
			car_red = 1'b1;
			ped_green = 1'b0;
			ped_red = 1'b1;		
		end
	endcase
end
endmodule
==> impl_summary.log <==
[flow] summary of implementation run
[metrics] area used by sequential logic in the layout: 0.00223 mm²
[metrics] number of resized instances in the post-cts repair step: 0
[metrics] crit path kind: reg2out
[metrics] number of DRC violations after detailed routing: 0
[metrics] total negative slack: 0 ps
[metrics] final core utilization: 34.4%
[metrics] largest net degree at the start of global routing: 49
[metrics] category of the worst setup path launch point: flop
[metrics] total number of vias: 3532
[metrics] GRT overflow: 0
[metrics] skew final: 3.23 ps
[metrics] ordered list of cells on the worst path: or2_2 -> inv_1 -> clkdlybuf4s50_1
[metrics] cts-stage hold buffer count: 0
[metrics] prevailing logic family in the synthesized netlist: simple AND/OR/NAND/NOR gates
[metrics] standard cell core area: 0.0159 mm²
[metrics] IO Count: 13
[metrics] maximum ir drop on the vdd rail: 0.000172 V
[metrics] areal power density over the cells: 277 mW/mm²
[metrics] synth unique cells: 54
[metrics] drt total wl: 9180 µm
[metrics] post-synthesis to final-layout area growth: 11.4%
[metrics] Clock H-tree levels: 3
[metrics] number of global-route vias before repair: 3431
[metrics] clock buffers created by TritonCTS: 9
[metrics] clk latency late pin: 330 ps
[metrics] top cells by area in the synthesized netlist: dfrtp_1 45%, a211oi_2 7.6%, xor2_1 6.4%
[metrics] Post-synth seq share: 45.3%
[metrics] overall die width: 130 µm
[metrics] number of standard cells reported by yosys: 498
[metrics] maximum count of clock buffers along a single path: 2
[metrics] path category of the worst min-delay check: reg2reg
[metrics] area fraction in compound gates: 13.3%
[metrics] Std-Cell Rows: 46
[metrics] crit share post-route: 48.8%
[metrics] share of cell area taken by muxes after synthesis: 0.636%
[metrics] unrepaired setup endpoints after global routing: false
[metrics] tool warning count: 32
[metrics] final tally of setup violations: 0
[metrics] die y size: 130 µm
[metrics] tightest slew margin relative to the limit: 55.3%
[metrics] Max-Cap Viols: 0
[metrics] number of sinks on the clock net: 89
[metrics] crit-path leading delay family: buffers and inverters
[metrics] dominant cell by count in the synthesized netlist: dfrtp_1
[metrics] number of antenna violations at the first check in global routing: 0
[metrics] count of synthesis-stage warnings from yosys: 5
[metrics] total stage count of the critical path: 3
[metrics] Leakage: 2.05 nW
[metrics] share of the synthesized netlist area taken by xor and xnor gates: 11.8%
[metrics] Iteration-0 DRC Markers: 271
[metrics] buffer and inverter count on the worst path: 2
[metrics] predominant post-synthesis flop cell: dfrtp_1
[metrics] TritonCTS clock tree: done
[metrics] number of buffers added on ports: 7
[metrics] FILL cells: 1552
[metrics] total routing resource utilization after global routing: 12.3%
[metrics] Final Hold Fails: 0
[metrics] number of vias per cell after detailed routing: 4.91
[metrics] proportion of register bits with asynchronous set or reset after synthesis: 100%
[metrics] wire length of the first global-routing pass: 16600 µm
[metrics] register bit count reported by yosys: 89
[metrics] ranking of synthesized cells by instance count: 89 x dfrtp_1, 42 x nor3_1, 36 x xor2_1, 35 x nand2_1, 35 x nand3_1
[metrics] WP data required: 4960 ps
[metrics] master cell of the clock root buffer: clkbuf_16
[metrics] area fraction in and, or, nand and nor cells after synthesis: 22.8%
[metrics] share of the synthesized area in the top cell type: 45.3%
[metrics] cell at the slowest stage of the critical path: dfrtp_1
[metrics] footprint of the multi-input gates: 0.00252 mm²
[metrics] worst reg2reg path depth: 6
[metrics] worst setup timing slack at the placement stage: 3330 ps
[metrics] Final HPWL DP: 5950 µm
[metrics] Synth Area per Inst: 9.88 µm²
[metrics] top fanout value on the critical path: 11
[metrics] post-synthesis chip area from yosys: 0.00492 mm²
[metrics] share of layout cells above drive strength 1: 12.5%
[metrics] synthesized netlist cell count: 498
[metrics] global placer's final weighted congestion: 0.883
[metrics] Post-synth EDFFs: 0
[metrics] Reg clk slew, reported paths: 60 ps
[metrics] postcts setup bufs: 0
[metrics] worst setup slack after layout: 3170 ps
[metrics] Total Die Area: 0.0169 mm²
[metrics] number of nets with antenna violations after routing: 0
[metrics] capturing element type of the critical path: output pin
[metrics] routed len/inst: 12.7 µm
[metrics] Antenna Cells: 0
[metrics] Max Clk Rate: 0.330 GHz
[metrics] area of the mapped netlist: 0.00492 mm²
[metrics] area leader, netlist: dfrtp_1
[metrics] result of the run: completed
[metrics] CP arrival: 1790 ps
[metrics] transition at the pin with the smallest max-transition slack: 665 ps
[metrics] peak per-stage delay on the critical path: 490 ps
[metrics] cell depth of the worst min-delay path: 1
[metrics] fraction of the core area occupied by cells at floorplan: 30.9%
[metrics] adder-cell share of the synthesized area: 1.53%
[metrics] Final Max Tran Viols: 0
[metrics] detailed-router iteration count before antenna repair: 4
[metrics] min Tclk post-route: 3030 ps
state kept, by name, indices dropped and copies added (netlist names):
register                         flops
traffic_lights.blink_clk             1
traffic_lights.blink_counter        32
traffic_lights.button_stable         1
traffic_lights.counter              32
traffic_lights.current_state         3
traffic_lights.debounce_counter     20
logic make-up after synthesis:
kind of cell | count (synthesis)
other | 1
AOI/OAI and AO/OA | 71
muxes | 3
and+or+nand+nor | 213
xor gates and xnor gates | 66
adders and majority gates | 6
buffers and inverters | 49
DFF | 89
final cells by class:
type / count / share of cell area [%]
Tap cell: 216 / 4.93
Clock buffer: 12 / 4.68
Clock inverter: 3 / 0.731
Multi-Input combinational cell: 372 / 45.9
Sequential cell: 89 / 40.6
Timing Repair Buffer: 13 / 2.06
Inverter: 15 / 1.03
power by group:
| part | switching, mW | internal (mW) |
|---|---|---|
| Sequential | 0.0369 | 0.603 |
| Clock | 0.207 | 0.330 |
| Combinational | 0.225 | 0.113 |
| Total | 0.469 | 1.05 |
per-layer routing:
layer	part of all wire (%)	vias to the layer above	track usage, %
met4	0.59	0	1.03
li1	-	1766	-
met5	0	-	0
met1	50	1709	18.4
met2	45	51	19.2
met3	4.7	6	3.26
path summary, 6_finish.rpt:
kind	end	startpoint	slack (ps)
max reg2reg	traffic_lights.counter[21]	traffic_lights.counter[29]	3320
max	ROAD_GREEN	traffic_lights.current_state[2]	3170
min in group asynchronous	traffic_lights.counter[7]	nRST_PCB	880
min	traffic_lights.debounce_counter[0]	traffic_lights.debounce_counter[0]	490
max in group asynchronous	traffic_lights.blink_counter[12]	nRST_PCB	4320
min reg2reg	traffic_lights.debounce_counter[0]	traffic_lights.debounce_counter[0]	490
cells in the final DEF (no fill, tap or decap), drive strengths merged, types with 4 or more instances in the layout:
cell type and n:
nor4 10, nand4 14, a21oi 11, o21ai 7, buf 7, ha 6, dfrtp 89, xnor2 30
or3 4, clkdlybuf4s50 6, nand2 35, and3 6, xor2 36, nor3 42, clkbuf 12, and4 10
and2 4, nor2 33, nand3 35, conb 13, a211oi 32, inv 15
through the flow:
step | cell area [µm²] | cells | hold WS [ps] | power, mW
after detailed placement | 5180 | 705 | 483 | 0.992
after global placement | 5180 | 705 | 474 | 0.986
final | 5480 | 720 | 492 | 1.52
after CTS | 5480 | 720 | 491 | 1.54
after global routing | 5480 | 720 | 510 | 1.60
after floorplan | 4960 | 510 | 455 | 0.907
Power figures rest on the tool's default switching activity, not on a simulated workload.
